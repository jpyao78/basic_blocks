==> flow/design.v <==
module clk_mux4(
input       i_rstn,
input       i_clk0,
input       i_clk1,
input       i_clk2,
input       i_clk3,
input [1:0] i_sel,
output      o_clk
);
reg clk0_d_en;
reg clk1_d_en;
reg clk2_d_en;
reg clk3_d_en;
reg clk0_dd_en;
reg clk1_dd_en;
reg clk2_dd_en;
reg clk3_dd_en;
wire sel0,sel1,sel2,sel3;
assign sel0 = i_sel == 2'h0;
assign sel1 = i_sel == 2'h1;
assign sel2 = i_sel == 2'h2;
assign sel3 = i_sel == 2'h3;
wire clk0_en,clk1_en,clk2_en,clk3_en;
assign clk0_en = sel0 & (!(clk1_dd_en | clk2_dd_en | clk3_dd_en));
assign clk1_en = sel1 & (!(clk0_dd_en | clk2_dd_en | clk3_dd_en));
assign clk2_en = sel2 & (!(clk0_dd_en | clk1_dd_en | clk3_dd_en));
assign clk3_en = sel3 & (!(clk0_dd_en | clk1_dd_en | clk2_dd_en));
always @(posedge i_clk0 or negedge i_rstn)begin
   if(!i_rstn)
      clk0_d_en <= 1'b0;
   else
      clk0_d_en <= clk0_en;
end
always @(posedge i_clk0 or negedge i_rstn)begin
   if(!i_rstn)
      clk0_dd_en <= 1'b0;
   else
      clk0_dd_en <= clk0_d_en;
end
always @(posedge i_clk1 or negedge i_rstn)begin
   if(!i_rstn)
      clk1_d_en <= 1'b0;
   else
      clk1_d_en <= clk1_en;
end
always @(posedge i_clk1 or negedge i_rstn)begin
   if(!i_rstn)
      clk1_dd_en <= 1'b0;
   else
      clk1_dd_en <= clk1_d_en;
end
always @(posedge i_clk2 or negedge i_rstn)begin
   if(!i_rstn)
      clk2_d_en <= 1'b0;
   else
      clk2_d_en <= clk2_en;
end
always @(posedge i_clk2 or negedge i_rstn)begin
   if(!i_rstn)
      clk2_dd_en <= 1'b0;
   else
      clk2_dd_en <= clk2_d_en;
end
always @(posedge i_clk3 or negedge i_rstn)begin
   if(!i_rstn)
      clk3_d_en <= 1'b0;
   else
      clk3_d_en <= clk3_en;
end
always @(posedge i_clk3 or negedge i_rstn)begin
   if(!i_rstn)
      clk3_dd_en <= 1'b0;
   else
      clk3_dd_en <= clk3_d_en;
end
wire clk0_gated;
wire clk1_gated;
wire clk2_gated;
wire clk3_gated;
gck gck_clk0 (.i_clk(i_clk0), .i_clk_en(clk0_dd_en), .o_clk(clk0_gated));
gck gck_clk1 (.i_clk(i_clk1), .i_clk_en(clk1_dd_en), .o_clk(clk1_gated));
gck gck_clk2 (.i_clk(i_clk2), .i_clk_en(clk2_dd_en), .o_clk(clk2_gated));
gck gck_clk3 (.i_clk(i_clk3), .i_clk_en(clk3_dd_en), .o_clk(clk3_gated));
assign o_clk = clk0_gated | clk1_gated | clk2_gated | clk3_gated;
endmodule
module gck(
input i_clk,
input i_clk_en,
output o_clk
);
reg latch;
always @(i_clk or i_clk_en)begin
    if(!i_clk)
        latch <= i_clk_en;
end
assign o_clk = i_clk & latch;
endmodule
==> flow/run.sh <==
#!/bin/bash
# OpenROAD 26Q1-2900-gdf79404cd8, Yosys 0.63+post, stock flow scripts
make -C /OpenROAD-flow-scripts/flow DESIGN_CONFIG=/design/flow/config.mk WORK_HOME=/design/flow/orfs finish
==> flow/config.mk <==
export PLATFORM = sky130hd
export DESIGN_NAME = clk_mux4
export DESIGN_NICKNAME = clk_mux4
export VERILOG_FILES = /design/flow/design.v
export SDC_FILE = /design/flow/constraint.sdc
export NUM_CORES = 4
export LEC_CHECK = 1
export CORE_AREA = 10 10 70 70
export DIE_AREA = 0 0 80 80
==> flow/constraint.sdc <==
current_design clk_mux4

set clk_period 1.1
set clk_io_pct 0.2

create_clock -name clk0 -period $clk_period [get_ports {i_clk0}]
create_clock -name clk1 -period $clk_period [get_ports {i_clk1}]
create_clock -name clk2 -period $clk_period [get_ports {i_clk2}]
create_clock -name clk3 -period $clk_period [get_ports {i_clk3}]

set non_clock_inputs [all_inputs -no_clocks]
set_input_delay [expr $clk_period * $clk_io_pct] -clock clk0 $non_clock_inputs
set_output_delay [expr $clk_period * $clk_io_pct] -clock clk0 [all_outputs]
==> out/metrics.yaml <==
hold_violations: 0
via_per_inst: 3.40
ys_top_logic_family: "simple AND/OR/NAND/NOR gates"
dieArea_sq_mm: 0.00640
cts_tree: "built"
io_pins: 8
area_delta_synth_final_pct: 93.1
drive_gt1_frac: 0.509
hp-class: "input pin to asynchronous set/reset pin"
finClkSkew_ns: 0.00512
power.switching_mw: 0.476
place_area_sq_um: 429
grt_pass1_vias: 477
met1_usage: 0.0299
yosysCellCount: 22
die_w_um: 80
cts_hold_buffers: 0
fin_util: 0.183
synthSimpleGateAreaFrac: 0.151
synthMuxAreaShare: 0
portBuffers: 4
final-max-slew-violation-count: 0
synth.cell_area_sq_um: 324
synth.distinct_cells: 9
fa_ha_area_frac: 0
fp_util: 0.0949
syn_avg_cell_area_sq_um: 14.7
n_fill_cell: 371
chipHeight_um: 80
pwr-share-comb: 0.019
stdcell_count: 101
p_clk_frac: 0.759
finalSetupViolCount: 1
final_cell_mix: "24 x clkbuf_4, 8 x dfrtp_1, 4 x clkbuf_1, 3 x dlxtn_1, 3 x clkdlybuf4s50_1"
ys_seq_elements: 12
layout_setup_ws_ns: -0.669
first_pass_iters: 5
drc: 0
wl_um: 1110
clk_pin_slew_ns: 0.04
vias: 343
sequentialPowerShare: 0.223
final_common_cell: "clkbuf_4"
gp_congestion: 0.718
met2_usage: 0.0249
wl_per_cell_um: 10.9
switching_share: 0.240
xor_share: 0
grt_overflow_total: 0
drtIter0Drc: 46
ys_sh_aoi: 0.0463
gr-max-usage-layer: "met3"
placed_cells: 73
critPathLaunchType: "latch"
vdd_drop_max_mv: 0.583
worst_pin_slew_ns: 0.336
p_leak_nw: 0.297
crit_path_end_kind: "output port"
core_region_area_sq_mm: 0.00342
internal_power_mw: 1.51
yosys.stat.chipArea_sq_um: 324
grt_pass1_wl_um: 1830
status: "complete, but fails checks"
slew_headroom: 0.776
rsz0062_at_grt: "yes"
gr-usage-met3: 0.0716
warnings: 33
setup.worst_path.class: "latch to output port"
grt_use_total: 0.0413
fp-row-count: 21
drv_cap: 0
finalInstanceArea_sq_um: 626
grt_start_max_net_pins: 9
cp_max_fo: 1
timing.hold.ws_ns: 0.140
ys_warn_count: 2
arrival_ns: 1.55
violations: "setup timing"
power_density_mw_per_mm2: 3180
antenna_found_initial: 0
syn_inst: 22
n_antenna_cell: 0
cp.required_ns: 0.88
postRouteAntennaNets: 0
==> kinds of logic (layout without fill, tap and decap cells) <==
logic type / Yosys count / after routing
buffers and inverters: 0 / 33
latches: 4 / 4
AND/OR/NAND/NOR: 8 / 8
flip-flops: 8 / 8
AND-OR/OR-AND: 2 / 2
==> sequential cells by signal (all words and copies together), names as in the netlist <==
register	count
gck_clk3.latch	1
clk0_d_en	1
clk3_d_en	1
clk2_d_en	1
clk0_dd_en	1
gck_clk2.latch	1
clk2_dd_en	1
clk1_d_en	1
clk1_dd_en	1
clk3_dd_en	1
gck_clk1.latch	1
gck_clk0.latch	1
==> per-stage QoR <==
stage               TNS, ns  power, mW  setup slack (ns)
finish               -0.669       1.99            -0.669
global placement     -0.906      0.541            -0.607
CTS                  -0.727       2.06            -0.727
detailed placement   -0.934      0.542            -0.606
global route         -0.766       2.15            -0.732
floorplan            -0.149      0.476            -0.149
==> critical path: stages (launching register included) <==
cell and delay, ns:
dlxtn_2 0.40, a22oi_2 0.07, nand2_1 0.06, buf_2 0.09
==> repair_timing <==
item | 4_1_cts | 5_1_grt
endpoints found under the hold margin | 0 | 0
endpoints found under the setup margin | 1 | 2
pin swaps | 2 | 1
setup buffers | 0 | 0
gates resized | 5 | 0
==> path summary, 6_finish.rpt <==
kind / startpoint / to / slack, ns / cells after the start
worst max-delay path: gck_clk2.latch / o_clk / -0.67 / 3
worst min-delay path: i_rstn / clk2_d_en / 0.14 / 1
worst max register to register: clk3_dd_en / clk0_d_en / 0.03 / 2
worst min register to register: clk0_d_en / clk0_dd_en / 0.34 / 0
max in group clk1: clk1_dd_en / gck_clk1.latch / 0.17 / 0
max in group clk2: clk2_dd_en / gck_clk2.latch / 0.17 / 0
max in group clk3: clk0_dd_en / clk3_d_en / 0.17 / 2
min in group clk0: clk0_d_en / clk0_dd_en / 0.34 / 0
min in group clk1: clk1_d_en / clk1_dd_en / 0.34 / 0
min in group clk2: clk2_d_en / clk2_dd_en / 0.35 / 0
==> synth_stat cells <==
| library cell | number | area [sq um] |
|---|---|---|
| a22oi_1 | 2 | 15.0 |
| dfrtp_1 | 8 | 200 |
| dlxtn_1 | 4 | 60.1 |
| nand2_1 | 1 | 3.75 |
| nand2b_1 | 2 | 12.5 |
| nor2_1 | 1 | 3.75 |
| nor4_1 | 2 | 12.5 |
| nor4b_1 | 1 | 8.76 |
| or4_1 | 1 | 7.51 |
==> cell type report <==
cell class                      instances  area [sq um]  area share
Sequential cell                        12           262       0.418
Clock buffer                           29           200       0.320
Multi-Input combinational cell         10          68.8       0.110
Tap cell                               46          57.6      0.0920
Timing Repair Buffer                    4          37.5      0.0600
==> power groups by stage <==
stage,clock [mW],combinational (mW),sequential (mW)
CTS,1.58,0.0371,0.442
global route,1.66,0.0412,0.446
finish,1.51,0.0368,0.443
==> layer usage <==
layer,vias up,part of all wire
met3,10,0.17
met4,0,0.091
met1,153,0.37
li1,143,-
met5,-,0
met2,37,0.36
Power figures rest on the tool's default switching activity, not on a simulated workload.
