## /design/flow/run.sh

```bash
#!/bin/bash
# OpenROAD 26Q1-2900-gdf79404cd8, Yosys 0.63+post, stock flow scripts
make -C /OpenROAD-flow-scripts/flow DESIGN_CONFIG=/design/flow/config.mk WORK_HOME=/design/flow/orfs finish
```

## /design/flow/config.mk

```make
export PLATFORM = sky130hd
export DESIGN_NAME = clk_div
export DESIGN_NICKNAME = clk_div
export VERILOG_FILES = /design/flow/design.v
export SDC_FILE = /design/flow/constraint.sdc
export NUM_CORES = 4
export LEC_CHECK = 1
export CORE_UTILIZATION = 30
```

## /design/flow/constraint.sdc

```tcl
current_design clk_div

set clk_period 3.0
set clk_io_pct 0.2

create_clock -name clk0 -period $clk_period [get_ports {i_clk}]

set non_clock_inputs [all_inputs -no_clocks]
set_input_delay [expr $clk_period * $clk_io_pct] -clock clk0 $non_clock_inputs
set_output_delay [expr $clk_period * $clk_io_pct] -clock clk0 [all_outputs]
```

## /design/flow/design.v

```verilog
module clk_div(
input       i_clk,
input       i_rstn,
input [7:0] i_div,
input       i_div_tog,
output      o_clk
);
reg div_is_0;  
reg div_is_1;  
reg div_is_even; 
wire div_is_0_next;
wire div_is_1_next;
wire div_is_even_next;
reg tog_sync, tog_d;
always @(posedge i_clk or negedge i_rstn)begin
   if(!i_rstn)begin
      tog_sync <= 1'b0;
      tog_d    <= 1'b0;
   end
   else begin
      tog_sync <= i_div_tog;
      tog_d    <= tog_sync;
   end
end
reg [7:0] div_sync;
reg [7:0] div_cnt, div_last;
wire      div_sync_load;
assign    div_sync_load = tog_sync ^ tog_d;
always @(posedge i_clk or negedge i_rstn)begin
   if(!i_rstn)
      div_sync <= 8'h0;
   else if(div_sync_load)
      div_sync <= i_div;
end
wire    div_last_load;
assign  div_last_load = ((div_cnt == 8'h0) || (div_last == 8'h0)) && (div_sync != div_last);
always @(posedge i_clk or negedge i_rstn)begin
   if(!i_rstn)
      div_last <= 8'h0;
   else if(div_last_load)
      div_last <= div_sync;
end
wire [7:0] div_cnt_next;
assign     div_cnt_next = div_cnt + 8'h1;
wire [7:0] div_cnt_half;
assign     div_cnt_half = {1'b0,div_last[7:1]};
wire   div_last_01;
assign div_last_01 = div_last[7:1] == 7'h0;
wire    div_cnt_return;
assign  div_cnt_return = (div_cnt_next == div_last) || div_last_01;
always @(posedge i_clk or negedge i_rstn)begin
   if(!i_rstn)
      div_cnt <= 8'h0;
   else if(div_cnt_return)
      div_cnt <= 8'h0;
   else
      div_cnt <= div_cnt_next;
end
reg clk_even;
wire   clk_even_load;
assign clk_even_load = (div_cnt == div_cnt_half)|(div_cnt == 8'h0); 
always @(posedge i_clk or negedge i_rstn)begin
   if(!i_rstn)
     clk_even <= 1'b0;
   else if(div_is_0 | div_is_1)
     clk_even <= 1'b0;
   else if(clk_even_load)
     clk_even <= ~clk_even & (!(div_is_0 | div_is_1)); 
end
reg clk_even_d;
always @(negedge i_clk or negedge i_rstn)begin
   if(!i_rstn)
      clk_even_d <= 1'b0;
   else
      clk_even_d <= clk_even | div_is_even_next;
end
assign div_is_0_next    =  div_last_01 & (!div_last[0]);       
assign div_is_1_next    =  div_last_01 &   div_last[0] ;
assign div_is_even_next =(!div_last_01)& (!div_last[0]);    
always @(posedge i_clk or negedge i_rstn)begin
   if(!i_rstn) begin
     div_is_0    <= 1'h0;
     div_is_1    <= 1'h0;
     div_is_even <= 1'h0;
   end
   else begin
     div_is_0    <= div_is_0_next    ; 
     div_is_1    <= div_is_1_next    ;
     div_is_even <= div_is_even_next ;
   end
end
wire clk1x;
gck  gck_clk_1(.i_clk(i_clk), .i_clk_en(div_is_1), .o_clk(clk1x));
wire   clk_others;
assign clk_others = clk_even & clk_even_d;
assign o_clk = clk1x | clk_others;
endmodule
module gck(
input i_clk,
input i_clk_en,
output o_clk
);
reg latch;
always @(i_clk or i_clk_en)begin
    if(!i_clk)
        latch <= i_clk_en;
end
assign o_clk = i_clk & latch;
endmodule
```

==> summary.txt <==
run metrics: status complete, but fails checks, violated checks setup timing, WL final 3.05 mm, main flop type dfrtp_1, Bufs and invs on worst path 1, Sequential Power Share 36.8%, core area around 0.0056 sq mm, Post-synth EDFFs 0, pin count of the biggest net entering global routing 30, synthesized flop and latch total 31, initial antenna violation count 0, placed cells 224, ANT nets after route 0, and+or+nand+nor area frac 12.2%, GPL Wtd Cong 0.832, Log Warnings 30, final number of max-transition violations 0, fillers roughly 550, uppermost routed layer met4, setup ws final -0.106 ns, post-route DRC violation count 0, wl on met1 1.49 mm, final hold vios 0, CP max stage delay 0.40 ns, GR Overflow Total 0, hold crit path type reg2reg, die width slightly below 80 um, Critical Path Sink Type output pin, Final TNS setup -0.106 ns, yosys adder share 1.39%, Layout area overhead 13.1%, Clock transition at path regs ~0.070 ns, crit path DAT around 2.5 ns, worst slew pin tran 0.714 ns, total power draw 2.09 mW, final core occ 36.1%, Layout Cells excl Fill 235, Yosys Instances 150, chip area 0.00632 sq mm, Switch Pwr 0.790 mW, DR vias/cell 4.72, metal2 WL 1.40 mm, mean post-synth cell area 12.0 sq um, most instantiated logic cells after routing dfrtp_1, xnor2_1, xor2_1, GR Util All Layers 11.2%, post-synthesis instance total 150, WS Path Type latch2out, CTS tree yes, max cap viols 0, WL met3 130 um, wire per inst 13.0 um, initial core utilization 31.9%, DP Wirelength 2.14 mm, leak pwr 0.840 nW, # rows 27, crit path max fanout 1, Placed Area approximately 0.0019 sq mm, Die Y 79.5 um, DRT iter0 DRCs 51, Peak VDD IR 396 uV, Top logic family XOR/XNOR gates, Clk pwr share 20.3%, mux frac, synth a little under an eighth, Combinational Power Share between 40% and 50%, crit path max-delay cell type dlxtn_2, final count of negative-setup-slack endpoints 1, xor/xnor share between 15 and 20%, drt first pass iters 5, yosys aoi share 8.62%, crit-path cells a22o_1 -> buf_2, clk latency late pin 0.40 ns, Critical Path Source Type latch, n_diodes 0, unrepaired setup endpoints after global routing yes, Port Buffers 11, clk_skew 0.0223 ns, Switching Share 37.8%, Post-Syn Area 0.00180 sq mm, Max-slew headroom between 50% and 60%, number of global-route vias before repair 1142, kind of cell adding the most delay to the critical path latches, count of unique library cells instantiated by Yosys 41, yosys stat area approximately 0.0018 sq mm, Top cell excl fill/tap dfrtp_1, Cell Pwr Density just over 1000 mW/mm^2, first-pass GRT wire length 5.38 mm, # IOs 12, layout cells sized above 1 25.2%, ys async rst share 96.8%, Power Internal 1.30 mW, crit path DRT 2.40 ns, overall via count from detail_route 1110, Design Area, Final between 0.002 and 0.0025 sq mm, yosys warns 2
## sequential cells by signal (all words and copies together) (netlist names)
register	count
clk_even	1
clk_even_d	1
div_cnt	8
div_is_0	1
div_is_1	1
div_last	8
div_sync	8
gck_clk_1.latch	1
tog_d	1
tog_sync	1
## synthesized netlist by cell type (all sizes together), types with 4 or more instances
cell,instances,area share [%]
a211oi,6,2.5
clkbuf,4,1.0
nor2,5,1.0
nor4,5,3.4
nand2,6,1.3
xnor2,18,8.8
buf,10,5.8
dfrtp,29,40
mux2,16,11
nor3,4,1.4
xor2,13,6.3
## metal layers
layer,vias up,GRT usage [%]
met5,-,0
met4,0,3.09
met3,5,3.94
met2,16,16.5
met1,545,15.9
li1,544,-
## power by group through the flow
stage	clock (mW)	sequential [mW]	combinational [mW]
after CTS	0.445	0.773	0.906
final	0.425	0.770	0.896
after global routing	0.468	0.800	0.989
## final timing paths
kind	from	slack, ns	end	cells past startpoint
worst min-delay path	tog_sync$_DFF_PN0_	0.40	tog_d$_DFF_PN0_	0
worst max register to register	div_last[4]$_DFFE_PN0P_	0.20	clk_even_d$_DFF_NN0_	3
worst max-delay path	gck_clk_1.latch$_DLATCH_N_	-0.11	o_clk	2
worst min register to register	tog_sync$_DFF_PN0_	0.40	tog_d$_DFF_PN0_	0
max in group asynchronous	i_rstn	1.10	clk_even_d$_DFF_NN0_	1
min in group asynchronous	i_rstn	0.67	div_is_0$_DFF_PN0_	2
## worst reg2reg max path, cell delays in order (launching register included)
cell     delay, ns
dfrtp_1       0.38
nor4_1        0.39
nand2_1       0.20
a21o_1        0.21
## cell families after synthesis
group                    Yosys count
XOR/XNOR                          32
buffers and inverters             17
adder cells (fa/ha/maj)            2
multiplexers                      16
AND/OR/NAND/NOR                   33
flip-flops                        30
latches                            1
AND-OR/OR-AND                     19
## final cells by class
class | count | area (sq um) | area share, %
repair buffers | 15 | 138 | 6.76
well taps | 72 | 90.1 | 4.42
clock buffers | 10 | 119 | 5.84
inverters | 3 | 11.3 | 0.553
multi-input cells | 102 | 900 | 44.2
clock inverters | 2 | 12.5 | 0.614
flip-flops and latches | 31 | 767 | 37.7
## stage by stage
stage	hold slack, ns	setup slack (ns)
finish	0.398	-0.106
global route	0.417	-0.157
CTS	0.403	-0.139
detailed placement	0.388	-0.0321
global placement	0.382	-0.0233
floorplan	0.304	0.253
## timing repair
action / in CTS / in global routing
setup buffers: 0 / 0
setup endpoints to repair: 1 / 1
hold buffers: 0 / 0
pin swaps: 1 / 1
gates resized: 3 / 1
Power is estimated from default activity; no workload was simulated.
